[/design/flow/design.v]
module mux(
s, y,
d0, d1, d2, d3,
d4, d5, d6, d7,
d8, d9, d10, d11,
d12, d13, d14, d15);
    parameter num=2,sigwid=1,width=32;
    input [width-1:0]d0;
    input [width-1:0]d1;
    input [width-1:0]d2;
    input [width-1:0]d3;
    input [width-1:0]d4;
    input [width-1:0]d5;
    input [width-1:0]d6;
    input [width-1:0]d7;
    input [width-1:0]d8;
    input [width-1:0]d9;
    input [width-1:0]d10;
    input [width-1:0]d11;
    input [width-1:0]d12;
    input [width-1:0]d13;
    input [width-1:0]d14;
    input [width-1:0]d15;
    input [sigwid-1:0]s;
    output reg [width-1:0]y;
    always@(s or d0 or d1 or d2 or d3 or d3 or d4 or d5 or d6 or d7 or d8 or d9 or d10 or d11 or d12 or d13 or d14 or d15)
      case(s)
        0:y=d0;
        1:y=d1;
        2:y=d2;
        3:y=d3;
        4:y=d4;
        5:y=d5;
        6:y=d6;
        7:y=d7;
        8:y=d8;
        9:y=d9;
        10:y=d10;
        11:y=d11;
        12:y=d12;
        13:y=d13;
        14:y=d14;
        15:y=d15;
        default:y=0;
      endcase
endmodule
[/design/flow/run.sh]
#!/bin/bash
# OpenROAD 26Q1-2900-gdf79404cd8, Yosys 0.63+post, stock flow scripts
make -C /OpenROAD-flow-scripts/flow DESIGN_CONFIG=/design/flow/config.mk WORK_HOME=/design/flow/orfs finish
[/design/flow/config.mk]
export PLATFORM = sky130hd
export DESIGN_NAME = mux
export DESIGN_NICKNAME = mux
export VERILOG_FILES = /design/flow/design.v
export SDC_FILE = /design/flow/constraint.sdc
export NUM_CORES = 4
export LEC_CHECK = 1
export CORE_AREA = 10 10 215 215
export DIE_AREA = 0 0 225 225
[/design/flow/constraint.sdc]
current_design mux

set clk_period 1.0
set clk_io_pct 0.2

create_clock -name clk0 -period $clk_period

set non_clock_inputs [all_inputs -no_clocks]
set_input_delay [expr $clk_period * $clk_io_pct] -clock clk0 $non_clock_inputs
set_output_delay [expr $clk_period * $clk_io_pct] -clock clk0 [all_outputs]
==> results_slide.txt <==
Flow Results at a Glance

Status
  – Status: finished with violations
  – Violated checks: negative setup slack

Worst setup path
  – WS Path Type: input pin to primary output
  – Max FO, Critical Path: 8
  – Worst setup SP type: input pin
  – Crit. End Element: primary output
  – Worst EP required: 0.80 ns
  – Critical Path AT: between 1 and 1.5 ns

Floorplanning
  – Fp_density: roughly 1.3%
  – Core area: approximately 42000 um2
  – Die Span X: about 230 um
  – IO Pins: 545
  – Chip Area: between 50000 and 60000 um2
  – Die H: approximately 230 um
  – Std-Cell Rows: about 75

Timing
  – Final slew viol count: 0
  – Worst relative slew slack: about nine tenths
  – Worst-Margin Slew: around 0.16 ns
  – Period utilization: 124%
  – Fmax: 805 MHz
  – Final WS setup: -0.242 ns
  – Final Hold Fails: 0
  – Final min period: 1.24 ns
  – RSZ-0062 raised after global routing: true
  – Final setup violation count: 32

Yosys
  – Seq share, synth: 0%
  – Post-synth cell types: 4
  – Yosys stat chip area: 544 um2
  – Avg Inst Size Synth: roughly 15 um2
  – Synthesized cell area: around 540 um2
  – Yosys stat cell total: 36
  – Syn Inst Count: 36
  – Synth Warn #: 1

Detailed routing
  – Initial DRC count: 6
  – Final ANT Viol Nets: 0
  – Initial DRT Pass Iterations: 2
  – Number of diodes: 0
  – Drt wl/cell: 9.29 um
  – Total wire length: between 6 and 7 mm
  – Vias post-DR: between 700 and 800
  – DRC Markers: 0
  – Vias per cell: approximately 1.1

GRT
  – Global-route wire length before repair: between 8 and 9 mm
  – Vias in the first global route: just over 900
  – Gr usage total: about 2.4%
  – Overflow after GRT: 0
  – Antenna violations before repair: 7
  – Largest net degree at the start of global routing: 15

Final layout
  – Clk_buf instances: 0
  – Share of layout cells above drive strength 1: between 50% and 60%
  – Area added between synthesis and finish: 313%
  – Flop count: 0
  – Final cell count without fillers: slightly below 700
  – Design area: ~2200 um2
  – Register area: 0 um2
  – Fill cells: just under 5000
  – Comb area: ~480 um2

Clock tree
  – # hold bufs at CTS: 0

Power and ir drop
  – Peak supply drop: ~0.00018 V
  – Leak: 0.875 nW
  – Power per cell area: between 300 and 400 nW/um2
  – Total power: roughly 0.00076 W

Min path
  – Hold Crit Class: input pin to primary output
  – Hold_sp: d0[29]
  – Hold path endpoint: y[29]
  – Hold depth: 3

Placement
  – Placed Cells: 671
  – Final HPWL from detailed placement: approximately 6 mm
  – Placer Congestion: between 0.6 and 0.7
  – Placed Instance Area: between 2000 and 2500 um2
  – Port bufs: around 97

Job
  – Tool warning count: just under 500
  – Max-Cap Viols: 0
-- routing by layer --
metal  global-route usage [%]  vias up  part of all wire (%)
met5                        0        -                  0.43
li1                         -      341                     -
met4                        0        4                   1.0
met2                     2.33       96                    24
met3                     3.53       12                    33
met1                     2.99      290                    41
-- kinds of logic after synthesis --
group	after synthesis	share of synthesized area, %
buffers and inverters	4	13.1
multiplexers	32	86.9
-- metrics by stage --
| step | setup slack [ns] | setup TNS, ns | hold slack (ns) | util (%) |
|---|---|---|---|---|
| 2_1_floorplan | 0.0669 | 0 | 0.498 | - |
| 3_3_place_gp | -0.634 | -16.32 | 1.14 | 5.13 |
| 3_5_place_dp | -0.619 | -16.24 | 1.13 | 5.13 |
| 4_1_cts | -0.253 | -5.02 | 0.804 | 5.27 |
| 5_1_grt | -0.266 | -5.52 | 0.732 | 5.38 |
| 6_report | -0.242 | -4.67 | 0.702 | 5.38 |
-- timing repair --
item,CTS,global route
setup endpoints to repair,32,32
gates cloned,0,0
hold endpoints to repair,0,0
gates resized,156,11
buffers inserted,6,0
pin swaps,0,0
-- cell usage after synthesis --
cell type  number  area [um2]
buf_12          3        60.1
mux2_2          2        22.5
buf_6           1        11.3
mux2_4         30         450
-- power breakdown --
part	switching, W	internal, W	leakage [nW]
clock	0	0	0
sequential	0	0	0
combinational	0.000227	0.000530	0.875
-- final cells by class --
cell class	instances	area share, %
tap	539	30.0
multi-input combinational	32	21.4
timing repair buffer	106	48.6
-- critical path: stages --
cell and delay (ns):
buf_8 0.10, buf_12 0.14, buf_12 0.14, mux2_4 0.30
buf_6 0.14
-- worst max path at each step --
stage / start / endpoint / slack, ns / depth (start not counted)
4_1_cts: s[0] / y[5] / -0.25 / 5
6_report: s[0] / y[14] / -0.24 / 5
5_1_grt: s[0] / y[14] / -0.27 / 5
-- layout by cell type, fill, tap and decap left out --
cell              n
buf_12            4
buf_6            31
mux2_4           32
buf_2             3
buf_8             1
dlygate4sd2_1    36
clkdlybuf4s50_1  22
buf_4             3
dlymetal6s2s_1    6
Power is estimated from default activity; no workload was simulated.
