==> /design/flow/design.v <==
module RF(A1, A2, A3, WD, RFWr, clk, RD1, RD2, RFtoBranch);
  input [4:0]A1;
  input [4:0]A2;
  input [4:0]A3;
  input [31:0]WD;
  input RFWr;
  input clk;
  output reg [31:0]RD1;
  output reg [31:0]RD2;
  output reg RFtoBranch;
  reg[5:0] i;
  reg [31:0] data[31:0];
  initial
  begin
    RFtoBranch = 0;
    for (i=0;i<32;i=i+1)
      data[i]=32'b0;
    data[28]=32'h00001800;
    data[29]=32'h00002ffe;
  end 
  always @(A1 or A2 or data[A1] or data[A2])
  begin
    RD1<=data[A1];
    RD2<=data[A2];
  end
  always @(posedge clk)
  begin
  #1
  if (RFWr&&A3!=0)
    data[A3]=WD;
  RFtoBranch = ~RFtoBranch;
  end
endmodule
==> /design/flow/run.sh <==
#!/bin/bash
# OpenROAD 26Q1-2900-gdf79404cd8, Yosys 0.63+post, stock flow scripts
make -C /OpenROAD-flow-scripts/flow DESIGN_CONFIG=/design/flow/config.mk WORK_HOME=/design/flow/orfs finish
==> /design/flow/config.mk <==
export PLATFORM = sky130hd
export DESIGN_NAME = RF
export DESIGN_NICKNAME = RF
export VERILOG_FILES = /design/flow/design.v
export SDC_FILE = /design/flow/constraint.sdc
export NUM_CORES = 4
export LEC_CHECK = 1
export CORE_UTILIZATION = 40
==> /design/flow/constraint.sdc <==
current_design RF

set clk_period 10.1
set clk_io_pct 0.2

create_clock -name clk0 -period $clk_period [get_ports {clk}]

set non_clock_inputs [all_inputs -no_clocks]
set_input_delay [expr $clk_period * $clk_io_pct] -clock clk0 $non_clock_inputs
set_output_delay [expr $clk_period * $clk_io_pct] -clock clk0 [all_outputs]
==> results_dict.tcl <==
# yosys + openroad results
set metrics [dict create \
    outcome "finished, final reports clean" \
    cts_root_buf "clkbuf_16" \
    ys_ff 1025 \
    hp-class "register to register" \
    cp_cell_sequence "clkdlybuf4s50_1, nor2_4, buf_4, buf_4, a22o_1, nor3_1, a31oi_1, nand3_1, clkdlybuf4s50_1" \
    dp.cells 5011 \
    post-dp-hpwl_um 83700 \
    grt_pass1_vias 31785 \
    area_leaders "edfxtp_1, mux2i_1, a22oi_1, a22o_1, nand3_1" \
    slowest_stage "buf_4" \
    wl_um 154000 \
    r2r-end "RFtoBranch$_DFF_P_" \
    skew_ps 0 \
    io_buffers 113 \
    final.min_clock_period_ps 7630 \
    cts_tree "yes" \
    switching_share 0.235 \
    numCtsBuffers 109 \
    p_int_uw 7270 \
    worstSetupPathType "input pin to output pin" \
    fill_cells 10468 \
    layout.cells.non_filler 5214 \
    pwr_density_cell_nw_per_um2 172 \
    route.met3.wl_um 22300 \
    synth.top_cell.area_share 0.630 \
    cellLeakagePower_uw 0.0202 \
    antenna_found_initial 5 \
    worst_slew_pin_slew_ps 967 \
    arrival_ps 5610 \
    reg2reg_slack_ps 9630 \
    flop_area_sq_um 30800 \
    vias 31078 \
    ff2ff_path_depth 1 \
    stdcell_area_sq_um 55300 \
    logic_area_sq_um 16900 \
    track_usage 0.268 \
    rsz0062_at_grt "false" \
    pwr-share-seq 0.502 \
    wl_met2_um 71300 \
    ys_types 26 \
    worstPathMaxFanout 33 \
    drv_slew 0 \
    cts.repair.resized 0 \
    floorplan.rows 127 \
    first_pass_iters 5 \
    via_per_inst 5.96 \
    grt-ovfl-total 0 \
    drv_cap 0 \
    path_clk_slew_ps 60 \
    ys_warn_count 1 \
    tns_ps 0 \
    warnings 26 \
    routabilityCongestion 0.860 \
    hold_buffers 0 \
    cp_data_required_time_ps 8080 \
    ir_worst_vdd_mv 0.140 \
    worstHoldEndpoint "RFtoBranch$_DFF_P_" \
    dieArea_sq_um 123000 \
    clock-sinks 1025 \
    avgSynthCellArea_sq_um 14.4 \
    top_area_cell "edfxtp_1" \
    end_kind "output pin" \
    fp.dieW_um 351 \
    combPwrFrac 0.093 \
    die_h_um 351 \
    p_clk_frac 0.405 \
    period_used_share 0.756 \
    fp_util 0.405 \
    drt_iter0_drc 2231 \
    drt-met1-wl_um 56000 \
    drc 0 \
    cts_buffer_depth 3 \
    area_growth_pct 13.3 \
    switchingPower_uw 2230 \
    layout-drive-gt1-share 0.0878 \
    ys_seq_frac 0.630 \
    slowest_delay_ps 590 \
    ys_cells 3388 \
    h-tree-depth 3 \
    cp-start-kind "input pin" \
    yosys_area_sq_um 48800 \
    final-hold-violation-count 0 \
    relSlewSlack 0.354 \
    post_cts_buffers 0 \
    grt_pass1_wl_um 219000 \
    synth_cells 3388 \
    wl_per_cell_um 29.5 \
    io_pins 114 \
    place_area_sq_um 51900 \
    core-area_sq_um 120000 \
    clk_latency_ps 680 \
    setup_viol 0 \
    synth.cell_area_sq_um 48800 \
    hold_path_startpoint "RFtoBranch$_DFF_P_" \
    final_antenna_net_count 0 \
    grt_max_degree 92 \
    reg2reg_from "RFtoBranch$_DFF_P_" \
    whs_path_depth 1 \
    fmax_mhz 131 \
    top_layer "met5" \
]
==> synthesized netlist by cell type <==
| library cell | count |
|---|---|
| nand2b_1 | 4 |
| nand3b_1 | 5 |
| clkbuf_4 | 4 |
| or2_2 | 2 |
| mux2i_1 | 1024 |
| a21oi_1 | 192 |
| buf_4 | 49 |
| nor2b_1 | 4 |
| inv_1 | 1 |
| buf_2 | 63 |
| dfxtp_1 | 1 |
| buf_1 | 11 |
| a22o_1 | 128 |
| a22oi_1 | 192 |
| buf_6 | 45 |
| nor2_1 | 34 |
| or3_1 | 1 |
| clkbuf_1 | 81 |
| edfxtp_1 | 1024 |
| or3b_2 | 3 |
| conb_1 | 1 |
| and2_1 | 2 |
| a31oi_1 | 64 |
| nand2_1 | 195 |
| nor3_1 | 64 |
| nand3_1 | 194 |
==> per-stage QoR <==
step	utilization	hold WS (ps)	setup slack, ps	total power [uW]
after floorplan	-	338	5000	5350
after global placement	0.431	359	2520	5730
after detailed placement	0.431	366	2550	5730
after CTS	0.459	383	2510	9550
after global routing	0.459	392	2250	9770
final	0.459	382	2470	9490
==> worst max-delay path by stage <==
stage          from  endpoint  slack (ps)  depth (start not counted)
global route  A1[0]   RD1[11]        2250                          9
CTS           A1[0]   RD1[11]        2510                          9
finish        A1[0]   RD1[11]        2470                          9
==> state kept, by name (all words and copies together) (netlist names) <==
name,flops
data,1024
RFtoBranch,1
==> power by group through the flow <==
stage	Clock [uW]	Sequential, uW	Combinational, uW
finish	3840	4770	883
global route	4050	4770	940
CTS	3900	4770	880
==> layer usage <==
layer	up-vias	global-route usage
met1	15424	0.346
met2	1725	0.399
met3	296	0.166
li1	13623	-
met5	-	0.000392
met4	10	0.0594
==> final cells by class <==
| class | instances | share of cell area |
|---|---|---|
| Tap cell | 1612 | 0.0365 |
| Sequential cell | 1025 | 0.557 |
| Multi-Input combinational cell | 2140 | 0.305 |
| Clock buffer | 141 | 0.0515 |
| Antenna cell | 1 | 0.0000453 |
| Timing Repair Buffer | 233 | 0.0399 |
| Clock inverter | 61 | 0.0100 |
| Inverter | 1 | 0.0000679 |
==> kinds of logic (layout without fill, tap and decap cells) <==
group,Yosys count,in the layout,share of synthesized area
AOI/OAI and AO/OA,576,576,0.0804
buffers and inverters,254,436,0.0321
DFF,1025,1025,0.630
muxes,1024,1024,0.210
other,1,33,0.0000768
and+or+nand+nor,508,508,0.0470
==> worst max-delay path, delay by kind of cell <==
family	cells	cell delay, ps
buf+inv	4	2260
simple gates	3	880
compound gates	2	410
==> layout by cell type, fill, tap and decap left out, drive strengths merged, types with 47 or more instances in the layout <==
cell           netlist  layout
a31oi               64      64
nor3                64      64
edfxtp            1024    1024
buf                168     122
a21oi              192     192
mux2i             1024    1024
clkbuf              85     141
a22oi              192     192
clkinv               0      47
a22o               128     128
clkdlybuf4s50        0     111
nand2              195     195
nand3              194     194
Power figures rest on the tool's default switching activity, not on a simulated workload.
